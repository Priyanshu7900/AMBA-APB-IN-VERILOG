$ cat constraint.sdc
current_design top

set clk_period 3.2
set clk_io_pct 0.2

create_clock -name clk0 -period $clk_period [get_ports {clk}]

set non_clock_inputs [all_inputs -no_clocks]
set_input_delay [expr $clk_period * $clk_io_pct] -clock clk0 $non_clock_inputs
set_output_delay [expr $clk_period * $clk_io_pct] -clock clk0 [all_outputs]
$ cat design.v
module apb_m
  (
    input pclk,
    input presetn,
    input [3:0] addrin,
    input [7:0] datain,
    input wr,
    input newd,
    input [7:0] prdata,
    input pready,
    output reg psel,
    output reg penable,
    output reg [3:0] paddr,
    output reg [7:0] pwdata,
    output reg pwrite,
    output reg [7:0] dataout
  );
  localparam [1:0] idle = 0, setup = 1, enable = 2;
  reg [1:0] state, nstate;
  always@(posedge pclk)
    begin
      if(presetn == 1'b0)
          state <= idle;
      else
          state <= nstate;
    end
  always@(*)
    begin
      case(state)
        idle:
          begin
          if (newd == 1'b0)
             nstate = idle;
          else
             nstate = setup;
          end
        setup:
          begin
           nstate = enable; 
          end
        enable:
          begin
            if(newd == 1'b1 )
               begin
                 if(pready == 1'b1)
                    nstate = setup;
                 else
                    nstate = enable;
               end
           else
               begin
                 nstate = idle;
               end
          end
        default : nstate = idle; 
      endcase
    end
always@(posedge pclk, negedge presetn)
    begin
        if(presetn == 1'b0)
            begin
              psel <= 1'b0;
            end
         else if (nstate == idle)
            begin
              psel <= 1'b0;
            end
         else if (nstate == enable || nstate == setup)
            begin
             psel <= 1'b1;
            end
         else 
            begin
             psel <= 1'b0;
            end     
    end
 always@(posedge pclk, negedge presetn)
     begin
        if(presetn == 1'b0)
          begin
          penable <= 1'b0;
          paddr   <= 4'h0;
          pwdata  <= 8'h00;
          pwrite  <= 1'b0;
          end
        else if (nstate == idle)
          begin
          penable <= 1'b0;
          paddr   <= 4'h0;
          pwdata  <= 8'h00;
          pwrite  <= 1'b0;
          end
        else if (nstate == setup)
          begin
            penable <= 1'b0;
            paddr   <= addrin;
            pwrite  <= wr;
            if(wr == 1'b1)
                begin
                pwdata <= datain;
                end
             end
        else if (nstate == enable)
            begin
                penable <= 1'b1;
            end
     end
 assign dataout = (psel == 1'b1 && penable == 1'b1 && wr == 1'b0) ? prdata : 8'h00;
endmodule
`timescale 1ns/1ps
module apb_s
(
    input  pclk,
    input  presetn,
    input [3:0] paddr,
    input psel,
    input penable,
    input [7:0] pwdata,
    input pwrite,
    output reg [7:0] prdata,
    output reg pready,
    output reg pslverr,
    input s_wait
);
  localparam [1:0] idle = 0, write = 1, read = 2;
  reg [7:0] mem[16];
  reg [1:0] state, nstate;
  always@(posedge pclk)
    begin
      if(presetn == 1'b0)
          state <= idle;
      else
          state <= nstate;
    end
  always@(*)
    begin
    case(state)
     idle:
     begin
        prdata = 8'h00;
        pready = 1'b0;
            if(psel == 1'b1 && pwrite == 1'b1)  
                nstate = write;
            else if (psel == 1'b1 && pwrite == 1'b0)
                nstate = read;
            else
                nstate = idle;      
     end
     write:
     begin
        if(psel == 1'b1 && penable == 1'b1)
            begin
                if(s_wait == 1'b1)
                 begin
                 nstate = write; 
                 end
                 else
                 begin
                 pready = 1'b1;
                 mem[paddr]  = pwdata;
                 nstate      = idle;
                 end
             end
        else
            begin
            nstate      = idle;
            end
     end
    read:
     begin
        if(psel == 1'b1 && penable == 1'b1 )
            begin
            if(s_wait == 1'b1)
                 begin
                 nstate = read; 
                 end
                 else
                 begin
                 pready = 1'b1;
                 prdata = mem[paddr];
                 nstate      = idle;
                end
              end
        else
            begin
            nstate      = idle;
            end
     end
    default : nstate = idle; 
    endcase
    end
endmodule
`timescale 1ns/1ps
module top(
input clk,rstn,wr,newd,s_wait,
input [3:0] ain,
input [7:0] din,
output [7:0] dout
);
wire psel, penable, pready, pwrite;
wire [7:0] prdata, pwdata;
wire [3:0] paddr;
apb_m m1 (
        .pclk(clk),
        .presetn(rstn),
        .addrin(ain),
        .datain(din),
        .wr(wr),
        .newd(newd),
        .prdata(prdata),
        .pready(pready),
        .psel(psel),
        .penable(penable),
        .paddr(paddr),
        .pwdata(pwdata),
        .pwrite(pwrite),
        .dataout(dout)
    );
    apb_s s1 (
        .pclk(clk),
        .presetn(rstn),
        .paddr(paddr),
        .psel(psel),
        .penable(penable),
        .pwdata(pwdata),
        .pwrite(pwrite),
        .prdata(prdata),
        .pready(pready),
        .s_wait(s_wait)
    );
endmodule
$ cat config.mk
export PLATFORM = sky130hd
export DESIGN_NAME = top
export DESIGN_NICKNAME = top
export VERILOG_FILES = /design/flow/design.v
export SDC_FILE = /design/flow/constraint.sdc
export NUM_CORES = 4
export LEC_CHECK = 1
export CORE_UTILIZATION = 50
$ cat run.sh
#!/bin/bash
# OpenROAD 26Q1-2900-gdf79404cd8, Yosys 0.63+post, stock flow scripts
make -C /OpenROAD-flow-scripts/flow DESIGN_CONFIG=/design/flow/config.mk WORK_HOME=/design/flow/orfs finish
==> reports/results.ini <==
[clock_tree]
clk_pin_slew_worst_paths_ns=0.07
postCtsResizedCells=0
insertion_delay_ns=0.26
post_cts_buffers=0
cts_hold_buf=0
numCtsBuffers=3
cts_tree=done
clockBufferDepth=2
cts-root-buf=clkbuf_8
htreeDepth=1

[final_timing]
min_period_ns=2.624
untimed_endpoints=137
slew_viol_final=0
finalSetupTns_ns=0
worst_slack_ns=0.5758
unclocked_regs=137
relSlewSlack_pct=53.19
fmax_mhz=381.1
hold_ws_ns=0.5037
setup_violations=0
fin_worst_skew_ns=0.002969
period_used_pct=82.01
rsz0062_at_grt=false
finalHoldViolCount=0
worstMarginPinSlew_ns=0.7021

[synth]
ys_warn_count=4
synth_area_per_cell_um2=9.674
area_leaders=dlxtn_1 (46%), dfrtp_1 (8.4%), nand3_1 (3.9%)
synth_cells=462
adder_share_pct=0.8399
async_flop_share_pct=9.494
netlist_area_um2=4469
synthFlopType=dlxtn_1
ys_cells=462
synth.distinct_cells=51
top_cell_area_share_pct=46.09
synthXorXnorAreaFrac_pct=0
synth_flops=158
ys_sh_mux_pct=4.843
yosysChipArea_um2=4469
synth-edff-count=0
top_area_cell=dlxtn_1
synth.cellmix.simpleShare_pct=18.92
top_logic_kind=simple AND/OR/NAND/NOR gates
synth.cellmix.compoundShare_pct=13.91

[setup_path]
cp.arrival_ns=1.98
worstPathRequired_ns=2.56
r2r_setup_slack_ns=1.53
path_class=input pin to output pin
end_kind=output pin
worstSetupStartpointType=input pin
worstPathMaxFanout=8

[drt]
drcViolationCount=0
drt_pass1_iterations=5
routedWlPerCell_um=17.87
antennaDiodeCount=0
viasPerCell=5.722
drt_iter0_drc=161
vias=3296
antenna_left=0
drt_wl_total_um=10290

[placement]
placed_area_um2=4732
dp_cells=572
post-dp-hpwl_um=7184
place_ws_ns=0.5564
portBuffers=24
gp_congestion=0.8630

[cells_and_area]
layout.cells.non_filler=576
area.sequential_um2=2552
fillers=788
layout.area.comb_um2=1722
fin_util_pct=55.06
final_area_um2=4778
drive_gt1_share_pct=5.983
area_delta_synth_final_pct=6.915

[power]
sw_frac_of_total_pct=33.80
seqPwrFrac_pct=50.9
intPower_mw=0.5891
ir_drop_mv=0.2213
total_power_mw=0.8898
p_switching_mw=0.3007
leakage_nw=1.916
cellPowerDensity_nw_per_um2=186.2
pwr-share-clk_pct=19.2
pwr-share-comb_pct=29.9

[global_route]
use_met1_pct=41.71
grtUsageMet2_pct=34.68
antenna_found_initial=0
grt_pass1_wl_um=15910
gr-total-overflow=0
busiest_layer=met1
grt_pass1_vias=2846
grt.met3_usage_pct=4.057
track_usage_pct=24.30
grt_max_degree=63

[die]
num_io_pins=25
coreArea_um2=8678
die-width_um=96.55
die_y_um=96.55
chip_area_um2=9321
rows=34
floorplan.core_util_pct=51.50

[run]
cap_violations=0
warnings=27

[outcome]
outcome=complete, no violations

[min_path]
min_path_type=flip-flop to flip-flop

==> final cells by class <==
type,instances,share of cell area (%)
flip-flops and latches,158,53.42
multi-input cells,267,36.03
repair buffers,31,6.127
well taps,108,2.828
clock buffers,3,0.8641
inverters,8,0.6284
clock inverters,1,0.1047
==> registers in the layout, summed over array words and instances (netlist names), 3 cells and up <==
register   count
s1.prdata      8
m1.pwdata      8
m1.paddr       4
m1.state       3
s1.state       3
s1.mem       128
==> final timing paths <==
check / to / startpoint / depth (start not counted)
max: dout[4] / wr / 4
min: m1.state[0] / m1.state[0] / 2
max reg2reg: m1.pwdata[7] / m1.state[1] / 6
min reg2reg: m1.state[0] / m1.state[0] / 2
max in group asynchronous: m1.pwdata[6] / rstn / 2
min in group asynchronous: m1.pwdata[2] / rstn / 2
==> synth_stat cells, types with 3 or more instances <==
cell / count
a22o_1: 7
or3b_2: 9
o21ai_0: 14
nor4_1: 5
inv_1: 7
buf_2: 14
dfxtp_1: 6
buf_6: 4
o2bb2ai_1: 5
nor2_1: 13
nand2_1: 39
nor2b_1: 7
clkbuf_1: 6
a22oi_1: 3
ha_1: 3
dfrtp_1: 15
nand2b_1: 5
and2_1: 12
dlxtn_1: 137
mux2i_1: 16
a21oi_1: 26
and3b_1: 3
nand3_1: 35
nor3b_1: 3
a31oi_1: 14
nand3b_1: 3
a31o_1: 6
a221oi_1: 6
nor3_1: 5
or3b_1: 6
==> kinds of logic after synthesis <==
logic type,Yosys count
AND-OR/OR-AND,92
adder cells (fa/ha/maj),3
buffers and inverters,37
flip-flops,21
latches,137
multiplexers,20
AND/OR/NAND/NOR,152
==> cells in the final DEF (no fill, tap or decap), drive strengths merged, types with 2 or more instances in the layout <==
cell           Yosys  layout
dlxtn            137     137
nand2             39      39
nand3             35      35
a21oi             26      26
clkdlybuf4s50      0      24
mux2i             16      16
dfrtp             15      15
or3b              15      15
a31oi             14      14
o21ai             14      14
nor2              13      13
and2              12      12
inv                8       8
nor2b              7       7
a22o               7       7
buf               22       7
a221oi             6       6
a31o               6       6
dfxtp              6       6
nor3               5       5
nand2b             5       5
o2bb2ai            5       5
nor4               5       5
nor3b              5       5
nand3b             3       3
a22oi              3       3
and3b              3       3
ha                 3       3
clkbuf             7       3
mux2               3       3
a32o               2       2
a32oi              2       2
and3               2       2
==> worst max-delay path: stages <==
cell and delay, ns:
clkdlybuf4s50_1 0.42, nor2_1 0.29, and2_1 0.18, clkdlybuf4s50_1 0.45
==> routing by layer <==
layer  share of wire, %  vias to the layer above
li1                   -                     1639
met1                 47                     1560
met2                 44                       87
met3                6.8                       10
met4                1.7                        0
met5                  0                        -
==> power groups by stage <==
stage | logic [mW] | registers (mW) | clock network [mW]
6_report | 0.266 | 0.453 | 0.171
5_1_grt | 0.294 | 0.468 | 0.186
4_1_cts | 0.267 | 0.454 | 0.175
No activity file was given, so power comes from the tool's default toggle rates.
