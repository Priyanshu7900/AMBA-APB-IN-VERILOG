==> design/flow/design.v <==
`timescale 1ns/1ps
module apb_m_top
  (
    input pclk,
    input presetn,
    input [1:0] slv_addr_in,  
    input [3:0] addrin,
    input [7:0] datain,
    input wr,
    input newd,
    input [7:0] prdata,
    input pready,
    output reg psel1,psel2,
    output reg penable,
    output reg slverr,
    output reg [3:0] paddr,
    output reg [7:0] pwdata,
    output reg pwrite,
    output [7:0] dataout
  );
  localparam [1:0] idle = 0, setup = 1, enable = 2;
  reg [1:0] state, nstate;
  always@(posedge pclk)
    begin
      if(presetn == 1'b0)
          state <= idle;
      else
          state <= nstate;
    end
  always@(*)
    begin
      case(state)
        idle:
          begin
          if (newd == 1'b0)
             nstate = idle;
          else
             nstate = setup;
          end
        setup:
          begin
           nstate = enable; 
          end
        enable:
          begin
            if(newd == 1'b1 )
               begin
                 if(pready == 1'b1)
                    nstate = setup;
                 else
                    nstate = enable;
               end
           else
               begin
                 nstate = idle;
               end
          end
        default : nstate = idle; 
      endcase
    end
always@(posedge pclk, negedge presetn)
    begin
        if(presetn == 1'b0)
            begin
              psel1 <= 1'b0;
              psel2 <= 1'b0;
            end
         else if (nstate == idle)
            begin
              psel1 <= 1'b0;
              psel2 <= 1'b0;
            end
         else if (nstate == enable || nstate == setup)
            begin
             if(slv_addr_in == 2'b01)
             begin
                psel1 <= 1'b1;
                psel2 <= 1'b0;
             end
             else if (slv_addr_in == 2'b10)
             begin
               psel1 <= 1'b0;
               psel2 <= 1'b1;
             end
            else 
             begin
               psel1 <= 1'b0;
               psel2 <= 1'b0;
             end
           end
         else 
            begin
              psel1 <= 1'b0;
              psel2 <= 1'b0;
            end     
    end
 always@(posedge pclk, negedge presetn)
     begin
        if(presetn == 1'b0)
          begin
          penable <= 1'b0;
          paddr   <= 4'h0;
          pwdata  <= 8'h00;
          pwrite  <= 1'b0;
          end
        else if (nstate == idle)
          begin
          penable <= 1'b0;
          paddr   <= 4'h0;
          pwdata  <= 8'h00;
          pwrite  <= 1'b0;
          end
        else if (nstate == setup)
          begin
            penable <= 1'b0;
            paddr   <= addrin;
            pwrite  <= wr;
             if(wr == 1'b1)
                  begin
                  pwdata <= datain;
                  end
             end
        else if (nstate == enable)
            begin
                penable <= 1'b1;
            end
     end
assign dataout = ((psel1 == 1'b1 || psel2 == 1'b1) && penable == 1'b1 && wr == 1'b0) ? prdata : 8'h00; 
endmodule
module apb_s_top
(
    input  pclk,
    input  presetn,
    input [3:0] paddr,
    input psel,
    input penable,
    input [7:0] pwdata,
    input pwrite,
    output reg [7:0] prdata,
    output reg pready,
    output     pslverr
);
  localparam [1:0] idle = 0, write = 1, read = 2;
  reg [7:0] mem[16];
  reg [1:0] state, nstate;
  bit  addr_err , addv_err, data_err, setup_apb_err;
  always@(posedge pclk, negedge presetn)
    begin
      if(presetn == 1'b0)
          state <= idle;
      else
          state <= nstate;
    end
  always@(*)
    begin
    case(state)
     idle:
     begin
        prdata    = 8'h00;
        pready    = 1'b0;
            if(psel == 1'b1 && pwrite == 1'b1)  
                nstate = write;
            else if (psel == 1'b1 && pwrite == 1'b0)
                nstate = read;
            else
                nstate = idle; 
      end   
     write:
     begin
        if(psel == 1'b1 && penable == 1'b1)
        begin 
                 if(!addr_err && !addv_err && !data_err )
                    begin
                    pready = 1'b1;
                    mem[paddr]  = pwdata;
                    nstate      = idle;
                    end
                else
                     begin
                     nstate = idle;
                     pready = 1'b1;
                     end     
        end
    end
    read:
     begin
        if(psel == 1'b1 && penable == 1'b1 )
        begin
            if(!addr_err && !addv_err && !data_err )
                 begin
                 pready = 1'b1;
                 prdata = mem[paddr];
                 nstate      = idle;
                 end
            else
                begin
                pready = 1'b1;
                prdata = 8'h00;
                nstate      = idle;
                end
        end
    end
    default : 
    begin
        nstate = idle; 
        prdata    = 8'h00;
        pready    = 1'b0;
     end
    endcase
    end
reg av_t = 0;
always@(*)
begin
if(paddr >= 0)
  av_t = 1'b0;
else
  av_t = 1'b1;
end
reg dv_t = 0;
always@(*)
begin
if(pwdata >= 0)
  dv_t = 1'b0;
else
  dv_t = 1'b1;
end
assign addr_err = ((nstate == write || read) && (paddr > 15)) ? 1'b1 : 1'b0;
assign addv_err = (nstate == write || read) ? av_t : 1'b0;
assign data_err = (nstate == write || read) ? dv_t : 1'b0;
assign pslverr  = (psel == 1'b1 && penable == 1'b1) ? ( addv_err || addr_err || data_err) : 1'b0;
endmodule
module mul_slave
(
    input pclk,
    input presetn,
    input [1:0] slv_addr_in,  
    input [3:0] addrin,
    input [7:0] datain,
    input wr,
    input newd,
    output reg slverr_o,
    output reg [7:0] dataout
);
wire psel1, psel2;
wire [7:0] prdata1, prdata2;
wire [7:0] prdata;
wire pready1,pready2;
wire pslverr1, pslverr2;
wire pready,pslverr;
wire pwrite;
wire [3:0] paddr;
wire [7:0] pwdata;
apb_m_top m1 (
        .pclk(pclk),
        .presetn(presetn),
        .slv_addr_in(slv_addr_in),
        .addrin(addrin),
        .datain(datain),
        .wr(wr),
        .newd(newd),
        .prdata(prdata),
        .pready(pready),
        .psel1(psel1),
        .psel2(psel2),
        .penable(penable),
        .slverr(slverr),
        .paddr(paddr),
        .pwdata(pwdata),
        .pwrite(pwrite),
        .dataout(dataout)
    );
   apb_s_top s1 (
        .pclk(pclk),
        .presetn(presetn),
        .paddr(paddr),
        .psel(psel1),
        .penable(penable),
        .pwdata(pwdata),
        .pwrite(pwrite),
        .prdata(prdata1),
        .pready(pready1),
        .pslverr(pslverr1)
    );
    apb_s_top s2 (
        .pclk(pclk),
        .presetn(presetn),
        .paddr(paddr),
        .psel(psel2),
        .penable(penable),
        .pwdata(pwdata),
        .pwrite(pwrite),
        .prdata(prdata2),
        .pready(pready2),
        .pslverr(pslverr2)
    ); 
assign  prdata = (psel1 == 1'b1) ? prdata1 : ((psel2 == 1'b1) ? prdata2 : 8'h00) ;    
assign  pready = (psel1 == 1'b1) ? pready1 : ((psel2 == 1'b1) ? pready2 : 1'b0) ;    
assign  pslverr = (psel1 == 1'b1) ? pslverr1 : ((psel2 == 1'b1) ? pslverr2 : 1'b0) ;    
assign  slverr_o = pslverr;
endmodule
==> design/flow/run.sh <==
#!/bin/bash
# OpenROAD 26Q1-2900-gdf79404cd8, Yosys 0.63+post, stock flow scripts
make -C /OpenROAD-flow-scripts/flow DESIGN_CONFIG=/design/flow/config.mk WORK_HOME=/design/flow/orfs finish
==> design/flow/config.mk <==
export PLATFORM = sky130hd
export DESIGN_NAME = mul_slave
export DESIGN_NICKNAME = mul_slave
export VERILOG_FILES = /design/flow/design.v
export SDC_FILE = /design/flow/constraint.sdc
export NUM_CORES = 4
export LEC_CHECK = 1
export CORE_UTILIZATION = 50
==> design/flow/constraint.sdc <==
current_design mul_slave

set clk_period 2.8
set clk_io_pct 0.2

create_clock -name clk0 -period $clk_period [get_ports {pclk}]

set non_clock_inputs [all_inputs -no_clocks]
set_input_delay [expr $clk_period * $clk_io_pct] -clock clk0 $non_clock_inputs
set_output_delay [expr $clk_period * $clk_io_pct] -clock clk0 [all_outputs]
==> out/results.tsv <==
metric	value	unit
status	complete, no violations	
layout_top_cells	dlxtn_1, nand2_1, a22oi_1	
r2r_start	m1.psel1	
place_congestion	0.910	
cts_tree	done	
hp-start	m1.state[0]	
io_buffers	25	
grt_use_total	28.7	%
layout_min_cycle_time	2.56	ns
overflow	0	
place_area	0.00834	sq mm
crit_chain	nor2b_1 -> a22oi_1 -> nor2_1 -> clkdlybuf4s50_1	
firstDrtPassIters	5	
rsz0062_at_grt	no	
clk_latency	0.25	ns
finalPower	1450	uW
hold_viol_final	0	
drc	0	
cp.depth	4	
final_util	54.8	%
wl_met1	10.0	mm
stdcell_area	0.00842	sq mm
max-vdd-ir-drop	0.000421	V
grt_pass1_wl	33.5	mm
diodes	0	
final_common_cell	dlxtn_1	
clk_path_buf_depth	2	
grt_pass1_vias	5639	
crit_buf_inv	1	
netlist_area	0.00795	sq mm
cp.arrival	2.00	ns
slowest_delay	0.55	ns
slowest_stage	dfrtp_1	
min_to	m1.state[0]	
drt_iter0_drc	370	
cts_root_buf	clkbuf_16	
core	0.0154	sq mm
die_width	128	um
antenna_found_initial	0	
path_clk_slew	0.06	ns
postSynthCellCount	796	
r2r_slack	0.46	ns
worstPathMaxFanout	16	
p_leak	0.00344	uW
vias_per_cell	5.86	
fp_util	51.7	%
die_h	128	um
pin_count	27	
routed_wl	21.6	mm
drv_slew	0	
num_rows	45	
skew	0.00125	ns
h-tree-depth	1	
wl_per_cell	21.4	um
cellPowerDensity	172	mW/mm^2
met2_length	9.71	mm
dr.max_layer_used	met4	
async_reset_ff_share	6.64	%
tool_warnings	31	
ant_nets	0	
ctsHoldBuffers	0	
untimed_endpoints	282	
cp.required	2.24	ns
relSlewSlack	39.7	%
endpoint_kind	output pin	
holdPathStages	2	
maxCapViolCount	0	
edf_count	0	
reg2regPathDepth	8	
setup_viol	0	
tightest_slew	0.892	ns
startpoint_type	flip-flop	
hp-class	reg2reg	
synth_cell_type_count	67	
ys_warn_count	6	
synth_area_per_cell	9.99	sq um
tns	0	ns
drive_gt1_share	6.13	%
dr_wl_met3	1.16	mm
crit_type	reg2out	
ff_type	dlxtn_1	
die_area	0.0164	sq mm
cts_setup_buffers	0	
numSynthFlops	301	
unclocked_pins	278	
finalClockPeriodUsage	91.5	%
numCtsBuffers	3	
crit_family	simple AND/OR/NAND/NOR gates	
cts_resized	0	
vias	5920	
ys_area	0.00795	sq mm
ys_cells	796	
timing.rr.end	m1.pwdata[5]	
grt_max_degree	66	
timing.fmax	390	MHz
area_growth	5.89	%
dp_hpwl	15.0	mm
-- worst reg2reg max path: cells and delay by family (launching register included) --
family                   cells  cell delay (ns)
flip-flops                   1             0.63
adder cells (fa/ha/maj)      1             0.35
AND-OR/OR-AND                3             0.55
AND/OR/NAND/NOR              3             0.61
buffers and inverters        1             0.12
-- worst max-delay path by stage --
stage / startpoint / to / slack [ns]
CTS: m1.psel1 / dataout[2] / 0.25
global route: m1.psel1 / dataout[3] / 0.04
finish: m1.psel1 / dataout[7] / 0.24
-- sequential cells by signal, summed over array words and instances (netlist names), 2 cells and up --
name       flops
s2.nstate      2
m1.pwdata      8
s2.prdata      8
m1.paddr       4
m1.state       3
s2.state       2
s1.nstate      2
s1.state       2
s1.mem       128
s1.prdata      8
s2.mem       128
-- report_power, final --
part	switching, uW	internal (uW)
clock network	117	193
registers	52.6	549
logic	365	169
total	535	911
-- synth_stat cells (4+ instances only) --
master | n | area (sq um)
dlxtn_1 | 278 | 4170
nand2_1 | 75 | 282
a22oi_1 | 42 | 315
nor2_1 | 39 | 146
a22o_1 | 26 | 228
mux2i_1 | 25 | 250
buf_2 | 24 | 120
nand3_1 | 21 | 105
dfrtp_1 | 20 | 500
o21ai_0 | 20 | 100
a21oi_1 | 17 | 85.1
a31oi_1 | 14 | 87.6
a2bb2oi_1 | 13 | 114
o22ai_1 | 13 | 81.3
o22a_1 | 12 | 105
clkbuf_1 | 11 | 41.3
inv_1 | 11 | 41.3
nor2b_1 | 10 | 62.6
buf_6 | 9 | 101
ha_1 | 9 | 113
a2111oi_0 | 8 | 70.1
a221oi_1 | 7 | 61.3
and3_1 | 7 | 43.8
buf_4 | 7 | 52.6
nand2b_1 | 5 | 31.3
nand3b_1 | 5 | 37.5
nand4b_1 | 5 | 43.8
or2_2 | 4 | 25.0
-- stage by stage --
step                      hold slack (ns)  worst slack [ns]  std cells
after floorplan                     0.264             0.778        796
after global placement              0.477             0.373       1006
after detailed placement            0.488             0.334       1006
after CTS                           0.496             0.251       1010
after global routing                0.509            0.0350       1010
final                               0.498             0.237       1010
-- cell type report --
cell class	count	area, sq um
Fill cell	1366	6950
Clock buffer	3	75.1
Multi-Input combinational cell	428	2830
Inverter	13	48.8
Sequential cell	301	4740
Timing Repair Buffer	53	460
Tap cell	211	264
Clock inverter	1	7.51
-- cell families after synthesis --
group / Yosys count / synth area share (%)
compound gates: 197 / 18.4
fa+ha+maj: 9 / 1.42
buf+inv: 67 / 4.93
flops: 23 / 7.05
latches: 278 / 52.5
mux: 26 / 3.29
other cells: 1 / 0.0472
simple gates: 195 / 12.4
-- per-layer routing --
metal / up-vias / GRT usage [%]
li1: 2830 / -
met1: 2897 / 45.0
met2: 163 / 43.6
met3: 30 / 4.80
met4: 0 / 6.99
met5: - / 0
Power is estimated from default activity; no workload was simulated.
