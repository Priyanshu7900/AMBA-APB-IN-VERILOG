$ cat /design/flow/design.v
module apb_fifo (
    input  wire                   clk,         
    input  wire                   rst,         
    input  wire                   pclk,        
    input  wire                   presetn,     
    input  wire                   psel,        
    input  wire [3:0]            paddr,       
    input  wire [31:0]            pwdata,      
    input  wire                   penable,     
    input  wire                   pwrite,      
    output reg  [31:0]            prdata,      
    output reg                    pready       
);
parameter DEPTH = 16;   
parameter idle = 0, check_op = 1, write_data = 2, read_data =3,send_ready = 4;
reg [2:0] state = idle;
reg [3:0] addr ;
 reg [31:0] wdata,rdata;
  reg [31:0] mem [16];
reg [3:0] wr_ptr;    
reg [3:0] rd_ptr;    
reg [4:0] count;     
reg [1:0] cwait = 0;
always @(posedge clk or negedge rst) begin
    if (rst == 0) begin
        for(int i = 0; i<16;i++)
        begin
        mem[i] <= 0;
        end
        wr_ptr <= 0;
        rd_ptr <= 0;
        count <= 0;
        pready <= 0;
        state   <= idle;
        pready <= 0;
        prdata <= 0;
        addr   <= 0;
        wdata  <= 0;
        rdata  <= 0;
        cwait  <= 0;
    end else begin
        case(state)
        idle:
        begin
            wr_ptr <= 0;
            rd_ptr <= 0;
            count <= 0;
            pready <= 0;
            prdata <= 0;
            addr   <= 0;
            wdata  <= 0;
            rdata  <= 0;
            cwait  <= 0;
            state <= check_op;
        end
        check_op:
        begin
         if (penable && psel && pwrite && count != 15)
         begin 
            state   <= write_data;
            addr    <= paddr;
            wdata   <= pwdata;
         end
         else if (penable && psel && !pwrite && count != 0)
         begin
            state  <= read_data;
            addr   <= paddr;
         end
         else 
            state  <= check_op;
        end
        write_data:
        begin
            mem[addr] <= wdata;
            if(cwait < 2)
            begin
              state <= write_data;
              cwait <= cwait + 1;
            end
            else
            begin
               cwait <= 0;
               pready <= 1'b1;
               state <= send_ready;
               wr_ptr <= wr_ptr + 1;
               count  <= count  + 1;
            end
        end
        read_data : begin
            rdata <= mem[addr];
            if(cwait < 2)
            begin
              state <= read_data;
              cwait <= cwait + 1;
            end
            else
            begin
               cwait <= 0;
               state <= send_ready;
               pready <= 1'b1;
               prdata <= rdata;
               rd_ptr <= rd_ptr + 1;
               count  <= count  - 1;
            end
        end
        send_ready: begin
           state  <= check_op;
           pready <= 1'b0;    
         end
     endcase
     end
   end  
endmodule
$ cat /design/flow/run.sh
#!/bin/bash
# OpenROAD 26Q1-2900-gdf79404cd8, Yosys 0.63+post, stock flow scripts
make -C /OpenROAD-flow-scripts/flow DESIGN_CONFIG=/design/flow/config.mk WORK_HOME=/design/flow/orfs finish
$ cat /design/flow/config.mk
export PLATFORM = sky130hd
export DESIGN_NAME = apb_fifo
export DESIGN_NICKNAME = apb_fifo
export VERILOG_FILES = /design/flow/design.v
export SDC_FILE = /design/flow/constraint.sdc
export NUM_CORES = 4
export LEC_CHECK = 1
export CORE_UTILIZATION = 50
$ cat /design/flow/constraint.sdc
current_design apb_fifo

set clk_period 6.5
set clk_io_pct 0.2

create_clock -name clk0 -period $clk_period [get_ports {clk}]

set non_clock_inputs [all_inputs -no_clocks]
set_input_delay [expr $clk_period * $clk_io_pct] -clock clk0 $non_clock_inputs
set_output_delay [expr $clk_period * $clk_io_pct] -clock clk0 [all_outputs]
==> results.yml <==
# implementation run metrics
setup_path:
  crit_family: "buffers and inverters"
  path_cells: "buf_4 -> buf_4 -> nor2b_2 -> buf_4 -> nand2_4 -> mux2_2"
  timing.critical_path.buf_inv: 3
  crit_top_cell: "buf_4"
  r2r_start: "addr[3]"
  path_depth: 6
  cp.required_ns: 6.98
  crit_slowest_cell: "buf_4"
  r2r_setup_slack_ns: 2.92
  crit_type: "reg2reg"
  crit_end: "mem[9][8]"
  crit_start: "addr[3]"
  r2r_end: "mem[9][8]"
  critical-path-max-stage-delay_ns: 0.63
  cp-end-kind: "flip-flop"
  ff2ff_path_depth: 6
  crit_path_start_kind: "flip-flop"
  worstPathMaxFanout: 42
  crit_arrival_ns: 4.05
detailed_routing:
  diodes: 0
  wl_per_cell_um: 27.6
  drc_errors: 0
  viasPerCell: 6.26
  antenna_left: 0
  vias: 18400
  routed_wl_mm: 81.1
  dr.pass1.iters: 5
  first_iter_violations: 1058
worst_hold_path:
  hold_class: "reg2reg"
place:
  placed_area_um2: 29100
  hpwl_mm: 47.1
  routabilityCongestion: 0.843
  dp_cells: 2822
  place_ws_ns: 3.01
  io_buffers: 73
synthesis:
  simple_gate_area_frac: 0.0502
  synth.logic.top_family: "multiplexers"
  post_synth_ao_oa_area_fraction: 0.119
  syn_avg_cell_area_um2: 13.1
  synthCells: 2131
  yosys-stat-cells: 2131
  synthMuxAreaShare: 0.232
  synth_area_um2: 27900
  ys_seq_share: 0.560
  adder_share: 0.000449
  post_synth_xor_area_fraction: 0.000314
  yosysWarnings: 2
  synth_top_flop_cell: "dfrtp_1"
  synth-edff-count: 0
  synth-area-yosys_um2: 27900
  ys_ff: 623
  async_reset_ff_frac: 1.00
  ys_types: 80
floorplanning:
  fp_util: 0.506
  io-pin-count: 76
  die_h_um: 238
  dieArea_um2: 56700
  rows: 86
  die_w_um: 238
  core_region_area_um2: 55100
job:
  cap_violations: 0
  tool_warnings: 33
final_layout:
  final_layout_top_logic_cells: "619 x dfrtp_1, 521 x mux2_2, 111 x nand2_1, 101 x o21ai_0, 73 x clkbuf_16"
  drive_above_1_share: 0.334
  areaGrowthSynthToFinish_pct: 12.6
  design_area_um2: 31400
  lay_top_count: "dfrtp_1"
  instances_no_fill: 2937
  fin_util: 0.569
power:
  powerDensity_nw_per_um2: 422
  leakage_nw: 14.8
  total_power_mw: 13.2
  peakVddDrop_v: 0.000257
sta:
  clock_skew_ns: 0.0173
  finalCritPeriodShare: 0.550
  setup_tns_ns: 0
  rsz0062_at_grt: "no"
  holdWs_ns: 0.485
  max_freq_mhz: 280
  maxSlewViolCount: 0
  setup_slack_ns: 2.92
  max-slew-margin-rel: 0.360
  hold_viol: 0
  setup-violations-final: 0
  period_minus_slack_ns: 3.58
  worst_slew_pin_slew_ns: 0.958
global_routing:
  grt_pass1_vias: 19000
  grt_pass1_wl_mm: 123
  grt_max_degree: 131
  grtUsageTotal: 0.311
  grt-ovfl-total: 0
  antenna_found_initial: 0
clock_network:
  cts_root_buf: "clkbuf_16"
  clkTransAtPathRegs_ns: 0.06
  clk_latency_ns: 0.60
  clock_sinks: 623
  post_cts_resized: 0
  clk_path_buf_depth: 3
  cts_made_buffers: 67
  cts_tree: "built"
  cts_htree_levels: 3
  post_cts_buffers: 0
  holdBufCountCts: 0
run_status:
  status: "finished clean"
[state kept, by name (all words and copies together), names as in the netlist]
| name | count |
|---|---|
| wdata | 32 |
| state | 3 |
| rdata | 32 |
| count | 5 |
| prdata | 32 |
| cwait | 2 |
| mem | 512 |
| addr | 4 |
| pready | 1 |
[worst min path at each step]
stage	slack, ns	cells past startpoint	start	to
4_1_cts	0.49	2	rdata[15]	rdata[15]
5_1_grt	0.50	1	mem[5][1]	mem[5][1]
6_report	0.49	2	rdata[15]	rdata[15]
[worst reg2reg max path, cell delays in order, from the launching register on]
cell,delay [ns]
dfrtp_2,0.54
buf_4,0.54
buf_4,0.64
nor2b_2,0.30
buf_4,0.42
nand2_4,0.54
mux2_2,0.47
[cells in the mapped netlist (all sizes together), types with 4 or more instances]
master,number,area share
a211o,5,0.0016
a211oi,13,0.0035
a21oi,13,0.0023
a221o,22,0.0079
a221oi,52,0.016
a22o,54,0.017
a22oi,67,0.018
a31oi,4,0.00090
a32oi,28,0.0088
and2,6,0.0013
and3b,4,0.0013
buf,114,0.026
clkbuf,81,0.011
dfrtp,623,0.56
inv,5,0.00067
mux2,535,0.22
mux2i,42,0.015
nand2,123,0.018
nand2b,11,0.0025
nand3,17,0.0031
nand3b,5,0.0013
nand4,4,0.00090
nor2,43,0.0062
nor2b,12,0.0028
nor3,27,0.0058
nor3b,5,0.0017
nor4,5,0.0017
o211ai,7,0.0021
o21ai,123,0.022
o21bai,8,0.0022
o221ai,22,0.0069
o22ai,13,0.0029
or3,4,0.00090
[kinds of logic after synthesis]
family,Yosys count
adders and majority gates,1
buffers and inverters,200
AOI/OAI and AO/OA,451
xor gates and xnor gates,1
DFF,623
muxes,578
and+or+nand+nor,277
[where the power goes]
group | switching, mW | internal [mW] | total [mW]
clock | 1.51 | 2.33 | 3.84
sequential | 0.935 | 4.56 | 5.49
combinational | 2.44 | 1.46 | 3.90
total | 4.88 | 8.35 | 13.2
[cell type report]
class / instances / area (µm²)
fillers: 4382 / 23700
flip-flops and latches: 623 / 15600
multi-input cells: 1308 / 11300
clock buffers: 101 / 2050
repair buffers: 138 / 1260
well taps: 748 / 936
clock inverters: 14 / 173
inverters: 5 / 18.8
[layer usage]
| layer | up-vias | routed length (µm) | global-route usage |
|---|---|---|---|
| li1 | 7981 | - | - |
| met3 | 138 | 7650 | 0.117 |
| met4 | 0 | 2500 | 0.0816 |
| met2 | 667 | 37300 | 0.460 |
| met1 | 9614 | 33700 | 0.454 |
| met5 | - | 0 | 0 |
No activity file was given, so power comes from the tool's default toggle rates.
